==> /design/flow/run.sh <==
#!/bin/bash
# OpenROAD 26Q1-2900-gdf79404cd8, Yosys 0.63+post, stock flow scripts
make -C /OpenROAD-flow-scripts/flow DESIGN_CONFIG=/design/flow/config.mk WORK_HOME=/design/flow/orfs finish
==> /design/flow/config.mk <==
export PLATFORM = sky130hd
export DESIGN_NAME = LOGIC_UNIT
export DESIGN_NICKNAME = LOGIC_UNIT
export VERILOG_FILES = /design/flow/design.v
export SDC_FILE = /design/flow/constraint.sdc
export NUM_CORES = 4
export LEC_CHECK = 1
export CORE_AREA = 10 10 84 84
export DIE_AREA = 0 0 94 94
==> /design/flow/constraint.sdc <==
current_design LOGIC_UNIT

set clk_period 1.0
set clk_io_pct 0.2

create_clock -name clk0 -period $clk_period [get_ports {clk}]

set non_clock_inputs [all_inputs -no_clocks]
set_input_delay [expr $clk_period * $clk_io_pct] -clock clk0 $non_clock_inputs
set_output_delay [expr $clk_period * $clk_io_pct] -clock clk0 [all_outputs]
==> /design/flow/design.v <==
module LOGIC_UNIT # (
parameter a_WIDTH = 16                 ,  
parameter b_WIDTH = 16                 ,  
parameter alu_fun_WIDTH = 2            ,  
parameter alu_logical_OUT_WIDTH  = 16  ,  
parameter alu_logical_comb_WIDTH = 16  )  
(
input wire [a_WIDTH-1:0]                a_logic       ,  
input wire [b_WIDTH-1:0]                b_logic       ,  
input wire [alu_fun_WIDTH-1:0]          alu_fun_logic ,  
input wire                              clk           ,  
input wire                              logic_enable  ,  
input wire                              rst_logic     ,  
output reg [alu_logical_OUT_WIDTH-1:0]  logic_out     ,  
output reg                              logic_flag       
);
reg        [alu_logical_comb_WIDTH-1 : 0 ] logic_out_Comb ;  
always @(posedge clk or negedge rst_logic)
 begin
  if (! rst_logic )  
     begin 
       logic_out  <= 16'b0000 ;
       logic_flag <= 1'b0     ; 
     end
 else
     begin  
       logic_out <= logic_out_Comb ;
     end
 end
always @ ( * )
begin 
if ( logic_enable )   
  begin 
case ( alu_fun_logic )  
2'b00: 
          begin
           logic_out_Comb = ( a_logic  & (b_logic) ) ;      
           logic_flag = 1'b1  ;                             
          end 
2'b01 :
          begin 
           logic_out_Comb = ( a_logic   | (b_logic) ) ;     
           logic_flag  = 1'b1          ;                    
          end  
2'b10 :
          begin 
           logic_out_Comb = (~(a_logic   & (b_logic)))  ;   
           logic_flag = 1'b1             ;                  
          end  
2'b11 :
          begin 
           logic_out_Comb = (~(a_logic  | (b_logic)))   ;    
           logic_flag = 1'b1             ;                   
          end          
    endcase
  end 
else 
     begin 
     logic_out_Comb = 16'b0000 ;                             
     logic_flag     = 1'b0     ;                             
     end  
end         
endmodule  
==> summary.txt <==
impl run done, here's what came out: required time of the critical path 1.13 ns, comb. cell area 349.1 sq um, ys cells approximately 57, largest reg by FF count logic_out, Max Freq 1017 MHz, Core ar. 0.005205 sq mm, crit path time final 0.9829 ns, initial antenna violation count 0, hpwl dp approximately 2000 microns, register area between 400 and 500 sq um, Pre-Place Util 0.1524, clk buf depth 2, antenna cells 0, top area contributor share 0.5047, H-Tree Depth 1, Final setup viols 0, kind of critical path in -> reg, Fill cells approximately 550, Buf/Inv on CP 1, final tally of hold violations 0, Post-synth seq share 0.5047, average cell area after synthesis approximately 14 sq um, pins over their slew limit 0, die area 0.008836 sq mm, critical path arrival ~1.1 ns, Tot GR Track Use 0.05681, Die X-Extent 94 microns, chip height 94 microns, clock sink count 16, drt drc 0, final wirelength approximately 2500 microns, RSZ-0062 raised after global routing false, design area 0.001443 sq mm, crit-path cells clkdlybuf4s50_1 -> maj3_1 -> mux2i_1, CTS tree yes, Place WS -0.4385 ns, placed cell areas 0.001438 sq mm, Top cells by area dfrtp_1 50%, mux2i_1 20%, maj3_2 14%, Avg Vias per Cell approximately 3.4, I/O Pins roughly 54, Max Cap Viol 0, total power around 1700 uW, Via Count approximately 630, # rows 26, Worst path top cell family by delay buffers and inverters, largest net degree at the start of global routing 17, Yosys warning count 3, run status finished clean, First DRT Iteration DRCs 0, Log Warnings 25, Yosys reg bits 16, vias in the first global route 715, Worst Setup Start Kind primary input, largest registers logic_out: 16 flops, Chip Area, Yosys roughly 790 sq um, Initial DRT Pass Iterations 1, Routability Congestion ~0.75, Final TNS setup 0 ns, min-delay worst type in -> async, share of cells above drive strength 1 0.3509, PwrDens approximately 1200 mW/mm^2, P_leak approximately 0.00066 uW, WL/cell between 10 and 15 microns, Slowest cell on crit path clkdlybuf4s50_1, Num CTS Buffers 3, GRT overflow 0, Worst path max stage delay 0.42 ns, final setup margin approximately 0.017 ns, Syn-to-layout area delta 81.86%, mapped cell area approximately 790 sq um, VDD IR max ~0.70 mV, cells after synthesis roughly 57, max reg flops 16, CTS root buffer clkbuf_8, area leader, netlist dfrtp_1, Final period util 0.9829, final antenna-violating net count 0, I/O Buffers 52, Top cells excl fill/tap 35 x clkdlybuf4s50_1, 16 x mux2i_1, 16 x dfrtp_1, Worst Path Max Fanout 1, first-pass GRT wire length around 3900 microns, most common logic cell in the routed design clkdlybuf4s50_1, number of setup buffers added after CTS 0, Setup crit end kind flip-flop, clk slew on worst S/H paths approximately 0.06 ns, synth unique cells 12
## cells in the mapped netlist, drive strengths merged
library cell / number
nand2b: 1
mux2i: 16
dfrtp: 16
conb: 1
maj3: 16
buf: 4
clkbuf: 2
nand2: 1
## final cells by class
type | instances | share of cell area
repair buffers | 59 | 0.3816
flip-flops and latches | 16 | 0.2775
multi-input cells | 35 | 0.2420
well taps | 70 | 0.06071
clock buffers | 4 | 0.03816
## stage by stage
stage          utilization  std cells  hold slack (ns)
2_1_floorplan            -         57         -0.09559
3_3_place_gp        0.2762        179           0.5522
3_5_place_dp        0.2762        179           0.5502
4_1_cts             0.2834        184           0.2916
5_1_grt             0.2772        184           0.3010
6_report            0.2772        184           0.2960
## final timing paths
kind	endpoint	cells past startpoint	slack, ns	start
setup / recovery	logic_out[1]	3	0.02	a_logic[1]
hold / removal	logic_out[9]	2	0.30	rst_logic
max in group asynchronous	logic_out[2]	2	0.58	rst_logic
min in group clk0	logic_out[15]	4	0.50	alu_fun_logic[0]
## metal layers
layer | part of all wire | GRT usage | vias to the layer above
met5 | 0 | 0 | -
met4 | 0.0031 | 0.002532 | 0
met3 | 0.14 | 0.03796 | 2
met2 | 0.43 | 0.08641 | 38
met1 | 0.43 | 0.06880 | 281
li1 | - | - | 311
## timing repair
item / in CTS / in global routing
setup endpoints to repair: 32 / 9
gates resized: 48 / 9
hold buffers: 0 / 0
gates cloned: 1 / 0
## power by group
| part | switching [uW] | internal, uW |
|---|---|---|
| logic | 125 | 277 |
| registers | 10.7 | 698 |
| clock network | 218 | 349 |
| total | 354 | 1320 |
## logic make-up after synthesis
family	count (synthesis)	share of synthesized area
flip-flops	16	0.5047
adder cells (fa/ha/maj)	16	0.2177
other	1	0.004727
buffers and inverters	6	0.05835
AND/OR/NAND/NOR	2	0.01262
multiplexers	16	0.2019
Power figures rest on the tool's default switching activity, not on a simulated workload.
