==> flow/design.v <==
module CMP_UNIT # (
parameter a_WIDTH = 16                 ,  
parameter b_WIDTH = 16                 ,  
parameter alu_fun_WIDTH = 2            ,  
parameter alu_cmp_OUT_WIDTH  = 4       ,  
parameter alu_cmp_comb_WIDTH = 16      )  
(
input wire [a_WIDTH-1:0]                a_cmp        ,  
input wire [b_WIDTH-1:0]                b_cmp        ,  
input wire [alu_fun_WIDTH-1:0]          alu_fun_cmp  ,  
input wire                              clk          ,  
input wire                              cmp_enable   ,  
input wire                              rst_cmp      ,  
output reg [alu_cmp_OUT_WIDTH-1:0]      cmp_out      ,  
output reg                              cmp_flag        
);
reg        [alu_cmp_comb_WIDTH-1 : 0 ] cmp_out_Comb ;  
always @(posedge clk or negedge rst_cmp)
 begin
  if (! rst_cmp )  
     begin 
       cmp_out  <= 4'b0000 ;
       cmp_flag <= 1'b0     ; 
     end
 else
     begin  
       cmp_out <= cmp_out_Comb ;
     end
 end
always @ ( * )
begin 
if ( cmp_enable )  
  begin 
case ( alu_fun_cmp )  
2'b00: 
          begin
           cmp_out_Comb = 4'b0  ;                   
           cmp_flag   = 1'b1    ;                   
          end 
2'b01 :
          begin 
           cmp_out_Comb = ( a_cmp == b_cmp  ) ;     
           cmp_flag = 1'b1                    ;     
          end  
2'b10 :
          begin 
          if (  a_cmp > b_cmp )                     
            begin 
             cmp_out_Comb = 4'b0010 ;               
             cmp_flag = 1'b1        ;               
            end 
          else
            begin
             cmp_out_Comb = 4'b0000 ;                 
             cmp_flag = 1'b1        ;                 
            end     
          end  
2'b11 :
          begin 
          if (  a_cmp < b_cmp )                    
            begin 
             cmp_out_Comb = 4'b0011  ;             
             cmp_flag = 1'b1         ;             
            end 
          else
            begin
             cmp_out_Comb = 4'b0000 ;               
             cmp_flag = 1'b1        ;               
            end           
          end          
    endcase
  end 
else 
     begin 
     cmp_out_Comb = 4'b0000  ;                
     cmp_flag     = 1'b0     ;                
     end  
end         
endmodule  
==> flow/run.sh <==
#!/bin/bash
# OpenROAD 26Q1-2900-gdf79404cd8, Yosys 0.63+post, stock flow scripts
make -C /OpenROAD-flow-scripts/flow DESIGN_CONFIG=/design/flow/config.mk WORK_HOME=/design/flow/orfs finish
==> flow/config.mk <==
export PLATFORM = sky130hd
export DESIGN_NAME = CMP_UNIT
export DESIGN_NICKNAME = CMP_UNIT
export VERILOG_FILES = /design/flow/design.v
export SDC_FILE = /design/flow/constraint.sdc
export NUM_CORES = 4
export LEC_CHECK = 1
export CORE_AREA = 10 10 76 76
export DIE_AREA = 0 0 86 86
==> flow/constraint.sdc <==
current_design CMP_UNIT

set clk_period 1.0
set clk_io_pct 0.2

create_clock -name clk0 -period $clk_period [get_ports {clk}]

set non_clock_inputs [all_inputs -no_clocks]
set_input_delay [expr $clk_period * $clk_io_pct] -clock clk0 $non_clock_inputs
set_output_delay [expr $clk_period * $clk_io_pct] -clock clk0 [all_outputs]
==> reports/results.txt <==
outcome - finished, violations left
failing checks - negative setup slack
Crit path buffers/inverters - 2
CTS Buf Count - 3
Yosys Chip Area - 537 um^2
Yosys reg bits - 2
WL/cell - 10.8 um
RSZ-0062 raised after global routing - yes
Simple Share, Synth - 20.3%
DP Area - 1030 um^2
Largest type area fraction - 37.3%
Clock Sinks - 2
chip area - 7400 um^2
Most used DFF post-synth - dfrtp_1
Cell variety after synth - 22
Worst Setup End Kind - flip-flop
drt pass-1 iters - 4
Vias - 597
RD Place Congestion - 0.696
Synth Area in XOR/XNOR - 0%
die y size - 86 um
I/O pin count - 42
CP Launch Type - input pin
Layout area overhead - 125%
Post-Layout Cell Count - 164
CP Data Required Time - 1130 ps
grt ovf - 0
ratio of final minimum period to clock period - 121%
CTS tree - done
Tot Pwr - 829 uW
largest net degree at the start of global routing - 4
Top Registers - cmp_out: 2 flops
Place WS - -1080 ps
combinational share of power - 52.1%
# diodes - 0
Top delay family on crit path - simple AND/OR/NAND/NOR gates
Max-cap violations - 0
I/O Buffers - 38
flip-flops with a built-in enable - 0
Detailed Route WL - 1760 um
Seq share, synth - 9.32%
DRC viols - 0
Yosys Warn Count - 3
Achievable Freq - 0.826 GHz
drt initial violations - 2
Setup violations, final - 2
main logic family after synthesis - adder cells
Net Switching - 245 uW
max reg flops - 2
CP Cell Sequence - buf_6 -> inv_4 -> ha_4 -> nand4_4 -> nor4_4 -> o21ai_1 -> nand3_2 -> mux2i_1
share of cells above drive strength 1 - 57.9%
clock share of power - 37.4%
post-synth design cell area - 537 um^2
Log Warnings - 28
post-DR vias/cell - 3.64
ys async rst share - 100%
largest area contributor in the netlist - ha_1
Reg clk slew, reported paths - 30 ps
fin worst setup slack - -211 ps
hold crit path type - in2async
vias in the first global route - 687
htree depth - 1
most common cell in the synthesized netlist - inv_1
Initial Util - 13.0%
Cell Pwr Density - 688 nW/um^2
initial antenna violation count - 0
Global Route Usage Sum - 4.61%
Combinational Area - 639 um^2
aoi share - 13.8%
Reg with most FFs - cmp_out
Die W - 86 um
final max-slew violation count - 0
synthesized area per cell - 7.35 um^2
slowest CP cell - nor4_4
Worst EP arrival - 1340 ps
Post-Synth Adder-Cell Area - 37.3%
first-pass GRT wire length - 2880 um
Fin Setup TNS - -358 ps
Root Buffer - clkbuf_8
number of core rows - 23
Crit Path Class - in2reg
design area - 1210 um^2
sequential cell area - 50.0 um^2
clk buf depth - 2
critical-path maximum fanout - 3
Commonest cells post-synth - inv_1 (18), ha_1 (16), a21oi_1 (8), nand2_1 (7)
endpoints failing hold - 0
core area - 4120 um^2
Sw Share - 29.6%
minimum clock period - 1210 ps
CP max stage delay - 280 ps
HPWL Detailed - 1510 um
Power Internal - 584 uW
Lkg Pwr - 0.000544 uW
Syn Inst Count - 73
Final ANT Viol Nets - 0
Seq pwr share - 10.5%
mux share - 1.86%
dpl cells - 160
Yosys Instances - 73
worst vdd ir - 0.000296 V
fillers - 451
synth top area cells - ha_1 (37%), inv_1 (13%), dfrtp_1 (9.3%), a21oi_1 (7.5%), nand2_1 (4.9%)
==> layer usage <==
metal	routed length [um]	vias up	GRT usage (%)
met5	0	-	0
met4	23	0	0.749
met3	187	2	2.10
met2	734	29	6.90
met1	818	245	6.01
li1	-	321	-
==> cell families after synthesis <==
group	Yosys count
buffers and inverters	21
adder cells (fa/ha/maj)	16
AND-OR/OR-AND	14
flip-flops	2
AND/OR/NAND/NOR	18
other	1
multiplexers	1
==> cells in the final DEF, fill, tap and decap left out, types with 2 or more instances in the layout <==
master           synthesis  layout
dlygate4sd2_1            0       8
nand2_2                  1       2
nand2_4                  0       2
clkdlybuf4s15_1          0       4
buf_2                    0      12
a21oi_2                  0       3
buf_6                    0       6
nor2_1                   2       2
inv_2                    0       6
o21ai_1                  3       3
a21oi_1                  8       5
ha_4                     0      14
inv_4                    0       6
dfrtp_1                  2       2
clkbuf_8                 0       3
clkbuf_2                 0       2
inv_1                   18       5
nand2_1                  7       4
buf_4                    3       2
conb_1                   1       3
clkdlybuf4s50_1          0       4
==> power by group through the flow <==
stage / sequential [uW] / combinational [uW] / clock, uW
4_1_cts: 86.8 / 425 / 324
5_1_grt: 87.4 / 488 / 344
6_report: 86.8 / 432 / 310
==> cell type report <==
| cell class | instances | share of cell area (%) |
|---|---|---|
| clock buffer | 3 | 3.42 |
| inverter | 18 | 7.88 |
| multi-input combinational | 52 | 53.0 |
| sequential | 2 | 4.15 |
| tap | 50 | 5.19 |
| timing repair buffer | 39 | 26.3 |
==> metrics by stage <==
stage,hold slack [ps],util (%)
4_1_cts,163,29.1
3_3_place_gp,373,25.1
5_1_grt,164,29.3
6_report,171,29.3
3_5_place_dp,382,25.1
2_1_floorplan,-95.6,-
==> worst max-delay path by stage <==
stage | start | end | slack, ps | cells past startpoint
after global routing | b_cmp[14] | cmp_out[1] | -320 | 8
after CTS | b_cmp[14] | cmp_out[1] | -230 | 8
final | b_cmp[14] | cmp_out[1] | -210 | 8
==> what timing repair did <==
item	4_1_cts	5_1_grt
hold buffers	0	0
endpoints found under the setup margin	4	2
setup buffers	1	0
gates resized	136	7
pin swaps	22	2
Power is estimated from default activity; no workload was simulated.
